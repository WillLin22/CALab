==> design.v <==
module CacheIdxGen (
    input reset,
    input clk,
    input en,
    input [8-1:0]   idx,
    output gen
);
reg [256-1:0] way;
always @(posedge clk) begin
    if (reset) begin
        way <= 0;
    end else if (en) begin
        way[idx] <= way[idx] ^1'b1;
    end
end
assign gen = way[idx];
endmodule
module DWrapper (
    input clk,
    input en,
    input wr,  
    input wr_way,
    input [8-1:0] idx,
    input set, 
    output D0,
    output D1
);
D_bank1 Dinst1(
    .addra(idx),
    .clka(clk),
    .dina(set),
    .douta(D0),
    .ena(en),
    .wea(wr&&wr_way==0)
);
D_bank2 Dinst2(
    .addra(idx),
    .clka(clk),
    .dina(set),
    .douta(D1),
    .ena(en),
    .wea(wr&&wr_way==1)
);
endmodule
module TagVWrapper (
    input clk,
    input en,
    input wr,  
    input wr_way,
    input  [8-1:0]       idx,
    input  [20-1:0]         Tag,
    output [21-1:0]        tagvr1,
    output [21-1:0]        tagvr2
);
tagv_bank1 tagv1(
    .addra(idx),
    .clka(clk),
    .dina({Tag, 1'b1}),
    .douta(tagvr1),
    .ena(en),
    .wea(wr&&wr_way==0)
);
tagv_bank2 tagv2(
    .addra(idx),
    .clka(clk),
    .dina({Tag, 1'b1}),
    .douta(tagvr2),
    .ena(en),
    .wea(wr&&wr_way==1)
);
endmodule
module HitGen (
    input reset,
    input clk,
    input [8-1:0] idx,
    input [21-1:0] tagv1,
    input [21-1:0] tagv2,
    input [20-1:0] Tag,
    input uncache,
    input en_for_miss, 
    input cacop_way_en, 
    input cacop_way,
    output hit,
    output [$clog2(2)-1:0] way,
    output error
);
wire [21-1:0] tagv[1:0];
assign tagv[0] = tagv1;
assign tagv[1] = tagv2;
wire [1:0] hitway;
wire way_e, way_gen;
wire [1:0] cacop_way_d = {cacop_way, !cacop_way};
genvar i;
generate for(i = 0;i < 2; i=i+1) begin : hitway_gen
    assign hitway[i] = cacop_way_en?cacop_way_d[i]:(tagv[i][20:1] == Tag && tagv[i][0] == 1);
end
endgenerate
assign hit = (|hitway)&&!uncache;
encoder_2_1 enc1(
    .in(hitway),
    .out(way_e),
    .error(error)
);
CacheIdxGen idxgen(
    .reset(reset),
    .clk(clk),
    .en(en_for_miss),
    .idx(idx),
    .gen(way_gen)
); 
assign way = hit ? way_e : way_gen;
endmodule
module DataWrapper (
    input clk,
    input en,
    input                           wr,  
    input                           wr_way,
    input [16-1:0]               wstrb,
    input [16*8-1:0]             wdata,
    input [8-1:0]            idx,
    output [16*8-1:0]            rd1,
    output [16*8-1:0]            rd2
);
data_bank1 data1(
    .addra(idx),
    .clka(clk),
    .dina(wdata),
    .douta(rd1),
    .ena(en),
    .wea({16{wr&&wr_way==0}} & wstrb)
);
data_bank2 data2(
    .addra(idx),
    .clka(clk),
    .dina(wdata),
    .douta(rd2),
    .ena(en),
    .wea({16{wr&&wr_way==1}} & wstrb)
);
endmodule
module Extend_32_128 (
    input [31:0] in,
    input [3:0]  off,
    input [3:0]  strb_in,
    output [15:0]  strb_out,
    output [127:0] out
);
wire [3:0] strb_4;
decoder_2_4 dec(
    .in(off[3:2]),
    .out(strb_4)
);
genvar i;
generate for(i = 0;i < 4; i=i+1) begin : strb_gen
    assign strb_out[i*4+3:i*4] = {4{strb_4[i]}} & strb_in;
end
endgenerate
assign out = {4{in}};
endmodule
module MissRdState (
    input reset,
    input clk,
    input en,
    input rd_rdy,
    output rd_req,
    output rd_ok,
    input ret_valid,
    input ret_last,
    input error
);
reg [2:0] state;
always @(posedge clk)begin
    if(reset) 
        state <= 3'b001;
    else if(state[0] && en)
        state <= 3'b010;
    else if(state[1] && rd_rdy)
        state <= 3'b100;
    else if(state[2] && ret_valid && ret_last!=0)
        state <= 3'b001;
end
assign rd_req = state[1] && rd_rdy;
assign rd_ok = ret_last;
assign error = !state[2] && ret_last || !ret_valid && ret_last;
endmodule
module Fetch_128_32 (
    input [3:0] offset,
    input [127:0] in,
    input uncache,
    output [31:0] out
);
wire [3:0] which;
decoder_2_4 dec(
    .in(offset[3:2]),
    .out(which)
);
wire [31:0] out_cache = in[31:0] & {32{which[0]}}  |
             in[63:32] & {32{which[1]}} |
             in[95:64] & {32{which[2]}} |
             in[127:96] & {32{which[3]}};
wire [31:0] out_uncache = in[31:0];
assign out = uncache ? out_uncache : out_cache;
endmodule
module decoder_2_4(
    input  wire [ 1:0] in,
    output wire [ 3:0] out
);
genvar i;
generate for (i=0; i<4; i=i+1) begin : gen_for_dec_2_4
    assign out[i] = (in == i);
end endgenerate
endmodule
module decoder_4_16(
    input  wire [ 3:0] in,
    output wire [15:0] out
);
genvar i;
generate for (i=0; i<16; i=i+1) begin : gen_for_dec_4_16
    assign out[i] = (in == i);
end endgenerate
endmodule
module encoder_16_4(
    input  wire [15:0] in,
    output wire [ 3:0] out
);
assign out[0] = in[1] | in[3] | in[5] | in[7] | in[9] | in[11] | in[13] | in[15];
assign out[1] = in[2] | in[3] | in[6] | in[7] | in[10] | in[11] | in[14] | in[15];
assign out[2] = in[4] | in[5] | in[6] | in[7] | in[12] | in[13] | in[14] | in[15];
assign out[3] = in[8] | in[9] | in[10] | in[11] | in[12] | in[13] | in[14] | in[15];
endmodule
module encoder_16_check(
    input  wire [15:0] in,
    output wire error
);
wire [119:0]check;
genvar i, j;
generate
    for (i = 0; i < 15; i = i + 1) begin : gen_outer_loop
        for (j = i + 1; j < 16; j = j + 1) begin : gen_inner_loop
            assign check[(30-i+1)*i/2 + (j - i - 1)] = in[i] & in[j];
        end
    end
endgenerate
assign error = |check;
endmodule
module decoder_5_32(
    input  wire [ 4:0] in,
    output wire [31:0] out
);
genvar i;
generate for (i=0; i<32; i=i+1) begin : gen_for_dec_5_32
    assign out[i] = (in == i);
end endgenerate
endmodule
module decoder_6_64(
    input  wire [ 5:0] in,
    output wire [63:0] out
);
genvar i;
generate for (i=0; i<64; i=i+1) begin : gen_for_dec_6_64
    assign out[i] = (in == i);
end endgenerate
endmodule
module encoder_2_1 (
    input  wire [1:0] in,
    output wire out,
    output wire error
);
assign out = in[1];
assign error = &in;  
endmodule
module counter_ones_4_2(
    input wire [3:0] in,
    output reg [2:0] out
);
always @(*) begin
    case (in)
        4'b0000: out = 2'b00;
        4'b0001: out = 2'b00;
        4'b0010: out = 2'b00;
        4'b0011: out = 2'b01;
        4'b0100: out = 2'b00;
        4'b1000: out = 2'b00;
        4'b1100: out = 2'b01;
        4'b1111: out = 2'b10;
        default: out = 2'b10;
endcase
end
endmodule
==> run.sh <==
#!/bin/bash
# OpenROAD 26Q1-2900-gdf79404cd8, Yosys 0.63+post, stock flow scripts
make -C /OpenROAD-flow-scripts/flow DESIGN_CONFIG=/design/flow/config.mk WORK_HOME=/design/flow/orfs finish
==> config.mk <==
export PLATFORM = sky130hd
export DESIGN_NAME = HitGen
export DESIGN_NICKNAME = HitGen
export VERILOG_FILES = /design/flow/design.v
export SDC_FILE = /design/flow/constraint.sdc
export NUM_CORES = 4
export LEC_CHECK = 1
export CORE_UTILIZATION = 40
==> constraint.sdc <==
current_design HitGen

set clk_period 12.7
set clk_io_pct 0.2

create_clock -name clk0 -period $clk_period [get_ports {clk}]

set non_clock_inputs [all_inputs -no_clocks]
set_input_delay [expr $clk_period * $clk_io_pct] -clock clk0 $non_clock_inputs
set_output_delay [expr $clk_period * $clk_io_pct] -clock clk0 [all_outputs]
==> results.txt <==
The layout was made with Yosys and OpenROAD.

The run finished with clean final reports. In the final layout, the registers with the most flip-flops are idxgen.way x256. After global routing the overflow that remains totals 0. The maximum fanout along the worst path is 35.

IR analysis of the VDD net gives a maximum drop of 0.106 mV. In the post-route report, total wirelength is listed as 43.1 mm. Per the post-synthesis report, the number of cells in the design is 1,307.

The via count of the first global-routing pass was 10.8k. The startpoint kind of the worst setup timing path is an input pin. The netlist uses 60 different library cells. Using the TritonRoute via totals, the vias-per-cell ratio works out to 6.51.

The final critical-path share of the clock period is 0.741. The overall die area is 32,500 sq um. The leakage power of the design is 0.00452 uW. The post-route utilization of the core is recorded as 0.469. The post-CTS setup-driven buffer insertion count is 0.

Compared with the post-synthesis result, the final layout area differs by 14.0%. The count of input and output buffers is 78. The register with the most flip-flops in the layout has 256 of them. The remaining design rule violation count is 0. In this run the standard cell core region covers 30,900 sq um.

The required time at the worst-slack endpoint is 10,160 ps. The die is 180 um wide. The routed design could run at a clock period as short as 9410 ps. The library cell with the largest summed area after synthesis is sky130_fd_sc_hd__dfxtp_1. The first global-routing pass estimated 66.4 mm of wire. The report lists the power per cell area as 124 nW/um^2.

The top achievable clock speed is 106 MHz. The clock tree has to reach 256 sinks. The cts-stage hold buffer count is 0.

The site row count is 64. The total clock buffers created by CTS is 28. Summing all multiplexer cells gives an area fraction of 0.119.

The overall routing resource usage is 0.277. The dominant register cell is sky130_fd_sc_hd__dfxtp_1. The area figure in the yosys stat output is 12,700 sq um. Counting flops with an async set or reset pin after synthesis yields a share of 0. The final antenna diode tally reported by the flow is 0. The hold path endpoint is idxgen.way[0].

The register share after synthesis is 0.403. TritonCTS built the clock tree. The beginning of the worst hold path is idxgen.way[0]. CTS reports a maximum clock tree buffer depth of 3.

The share of the synthesized netlist area taken by xor and xnor gates is 0.0324. In this run the critical register-to-register path is launched from idxgen.way[87]. The area fraction in compound gates is 0.312.

The largest net degree at the start of global routing is 76. The reg-to-reg critical path endpoint is idxgen.way[18]. The HPWL after detailed placement is 29.4 mm.

The number of cells on the worst reg-to-reg path is 7. The register bit total from synthesis is 256. The mapped cell area is 12,700 sq um. Measured along the y axis, the die boundary spans 180 um. For this configuration, the core starts out at a cell density of 0.411. The area fraction in and, or, nand and nor cells after synthesis is 0.0760. In the final run the clock tree shows a worst skew of 9.11 ps. The start-to-end type of the worst setup path is in2out. The dominant kind of combinational cell is AND-OR/OR-AND gates. The pin closest to its max-slew limit shows a slew of 1080 ps. The via count of the routed design is 11.2k. The arrival time of data at the worst endpoint is listed as 6870 ps. The final weighted congestion recorded by global placement is 1.07. The initial detailed-routing violation count is 1,134. The count of library flops with an enable pin is 0.

The last timing report of the flow puts the setup violation total at 0. The master cell of the clock root buffer is sky130_fd_sc_hd__clkbuf_16. Per the post-synthesis stats, the area per cell is 9.72 sq um. The count of pins over their slew limit is 0.

The clock-pin slew on the worst setup and hold paths is 60 ps. Counting instances, the worst hold path has a depth of 2. STA classifies the critical path endpoint as an output port.

The relative slew slack is 0.277. The number of antenna violations at the first check in global routing came to 0. The final tally of hold violations is 0. Of the post-synthesis cell area, the dominant cell type holds 0.403. The insertion delay of the later-clocked pin in the worst-skew pair is 550 ps.

The detailed-route wire length per cell is 25.0 um. The multi-input combinational cells in the finished layout cover a total of 6930 sq um. The depth of the CTS H-tree is 1. The arithmetic-cell share of the synthesized area counting full adders, half adders and majority gates is 0.00394. The most critical min-delay path falls under reg2reg. Summed over all failing endpoints, the final setup total negative slack is 0 ps. During synthesis, Yosys emitted a total of 2 warnings. By area the synthesized netlist is led by sky130_fd_sc_hd__dfxtp_1, sky130_fd_sc_hd__o211ai_1, sky130_fd_sc_hd__mux4_2. The number of search-and-repair iterations in the first detailed-routing pass is 5.

Post-CTS repair ended up resizing 0 cells. Per the layout report, the design carries 2,865 filler cells. Setup repair after global routing left no endpoint under its margin. The number of placed I/O pins is 79. The share of final-layout standard cells stronger than drive strength 1 is 0.111. The total of max-cap violations is 0.

Registers take 5120 sq um. The cell count listed in synth_stat.txt is 1,307. The count of nets left with antenna violations after detail routing is 0. The setup slack of the most critical reg-to-reg path is 9030 ps. Summing over the stages, the warning tally comes to 28. The most flop-heavy register is idxgen.way.
==> report_power, final <==
group          switching [uW]  internal, uW  total (uW)  leakage, uW
sequential              0.787           804         805      0.00206
clock                     335           477         811     0.000444
combinational             127          60.1         187      0.00202
==> worst max path at each step <==
| stage | start | to |
|---|---|---|
| 6_report | idx[0] | way[0] |
| 4_1_cts | idx[0] | way[0] |
| 5_1_grt | idx[0] | way[0] |
==> layout make-up <==
type	instances	area share
clock inverters	8	0.00553
repair buffers	108	0.0686
well taps	396	0.0342
clock buffers	41	0.0580
multi-input cells	907	0.478
inverters	6	0.00190
flip-flops and latches	256	0.354
==> layout by cell type (no fill, tap or decap), types with 7 or more instances in the layout <==
cell type	instances
sky130_fd_sc_hd__a21oi_1	10
sky130_fd_sc_hd__and2_1	11
sky130_fd_sc_hd__buf_4	31
sky130_fd_sc_hd__mux2i_1	17
sky130_fd_sc_hd__xnor2_1	28
sky130_fd_sc_hd__clkdlybuf4s50_1	75
sky130_fd_sc_hd__o31ai_1	93
sky130_fd_sc_hd__nor3_1	7
sky130_fd_sc_hd__clkbuf_16	29
sky130_fd_sc_hd__o21ai_0	172
sky130_fd_sc_hd__nor2b_1	9
sky130_fd_sc_hd__mux4_2	49
sky130_fd_sc_hd__clkbuf_8	7
sky130_fd_sc_hd__mux2_2	7
sky130_fd_sc_hd__nor2_1	20
sky130_fd_sc_hd__dfxtp_1	256
sky130_fd_sc_hd__o22ai_1	19
sky130_fd_sc_hd__xor2_1	19
sky130_fd_sc_hd__nand2_1	44
sky130_fd_sc_hd__o211ai_1	258
sky130_fd_sc_hd__nand3_1	47
sky130_fd_sc_hd__nor4_1	7
sky130_fd_sc_hd__nand4_1	19
==> stage by stage <==
| stage | hold slack [ps] | setup slack, ps | total power [uW] | area (sq um) | std cells |
|---|---|---|---|---|---|
| global route | 521 | 2850 | 1860 | 14500 | 1722 |
| CTS | 482 | 3280 | 1810 | 14500 | 1722 |
| floorplan | 439 | 5690 | 937 | 12700 | 1307 |
| detailed placement | 472 | 3320 | 1010 | 13600 | 1673 |
| global placement | 462 | 3360 | 1010 | 13600 | 1673 |
| finish | 477 | 3290 | 1800 | 14500 | 1722 |
==> cells by family after synthesis <==
family / after synthesis
multiplexers: 79
buffers and inverters: 144
XOR/XNOR: 47
AND-OR/OR-AND: 586
adder cells (fa/ha/maj): 4
flip-flops: 256
AND/OR/NAND/NOR: 191
==> cell usage after synthesis (all sizes together), types with 2 or more instances <==
master and n:
mux2i 17, ha 4, clkbuf 90, a221oi 4
a21oi 10, nand2b 6, xnor2 28, xor2 19
nor4 7, nor4b 2, a31oi 7, a311oi 2
a32oi 2, clkinv 3, inv 3, and3 2
nand2 50, o21ai 173, o22ai 19, mux4 55
nor2b 9, mux2 7, nor3 7, or3 3
nor2 20, a22oi 3, nand4 19, o211ai 258
dfxtp 256, and4b 2, buf 48, nor3b 2
nand3 49, and2 11, o31ai 94
==> layer usage <==
| metal | up-vias | GRT usage | routed length, um |
|---|---|---|---|
| met5 | - | 0 | 0 |
| met4 | 0 | 0.0906 | 1750 |
| met3 | 100 | 0.0803 | 4210 |
| met2 | 524 | 0.411 | 19200 |
| met1 | 5400 | 0.399 | 17900 |
| li1 | 5192 | - | - |
==> worst max-delay path: stages <==
cell,delay (ps)
sky130_fd_sc_hd__buf_4,370
sky130_fd_sc_hd__buf_4,550
sky130_fd_sc_hd__buf_4,590
sky130_fd_sc_hd__mux4_2,320
sky130_fd_sc_hd__nor2_1,40
sky130_fd_sc_hd__a2111oi_0,600
sky130_fd_sc_hd__a32oi_1,300
sky130_fd_sc_hd__and2_1,450
sky130_fd_sc_hd__mux2_2,400
sky130_fd_sc_hd__o21ai_0,170
sky130_fd_sc_hd__clkdlybuf4s50_1,510
Power is estimated from default activity; no workload was simulated.
